==> ./design.v <==
module dmux(in, sel, a,b,c,d);
    input [3:0]in;
    input [1:0] sel;
    output reg [3:0] a,b,c,d;
    always @ (sel or in) begin
     case(sel)
          2'b00 : {a,b,c,d} = {in,4'b0,4'b0,4'b0};
          2'b01 : {a,b,c,d} = {4'b0,in,4'b0,4'b0};
          2'b10 : {a,b,c,d} = {4'b0,4'b0,in,4'b0};
          2'b11 : {a,b,c,d} = {4'b0,4'b0,4'b0,in};
          default : {a,b,c,d} = {4'b0,4'b0,4'b0,4'b0};
     endcase
    end
endmodule
==> ./run.sh <==
#!/bin/bash
# OpenROAD 26Q1-2900-gdf79404cd8, Yosys 0.63+post, stock flow scripts
make -C /OpenROAD-flow-scripts/flow DESIGN_CONFIG=/design/flow/config.mk WORK_HOME=/design/flow/orfs finish
==> ./config.mk <==
export PLATFORM = sky130hd
export DESIGN_NAME = dmux
export DESIGN_NICKNAME = dmux
export VERILOG_FILES = /design/flow/design.v
export SDC_FILE = /design/flow/constraint.sdc
export NUM_CORES = 4
export LEC_CHECK = 1
export CORE_AREA = 10 10 70 70
export DIE_AREA = 0 0 80 80
==> ./constraint.sdc <==
current_design dmux

set clk_period 1.0
set clk_io_pct 0.2

create_clock -name clk0 -period $clk_period

set non_clock_inputs [all_inputs -no_clocks]
set_input_delay [expr $clk_period * $clk_io_pct] -clock clk0 $non_clock_inputs
set_output_delay [expr $clk_period * $clk_io_pct] -clock clk0 [all_outputs]
==> datasheet_impl.txt <==
Physical implementation characteristics

Parameter                              Value

Global route
  Overall routing resource usage    2.47%
  Via count of the first global-routing pass    292
  Initial antenna violation count    0
  Pin count of the biggest net entering global routing    6
  Total congestion overflow after global routing    0
  Global-route track usage on met3    1.82%
  Global-route wire length before repair    1350 um
  Met2 usage    2.73%
  GRT busiest layer    met1
  Met1 Use GR    3.76%

Final timing
  Shortest clock period the worst path allows after layout    1.11 ns
  Hold Violations, Final    0
  Pins over their slew limit    0
  Post-layout period usage of the worst path    111%
  Final count of negative-setup-slack endpoints    8
  Peak Freq    898 MHz
  Final worst slack    -0.114 ns
  Unrepaired setup endpoints after global routing    true
  Worst slew margin    92.4%
  Worst Tran Pin Value    0.113 ns

Critical path
  Required time worst endpoint    0.80 ns
  Critical Path AT    0.91 ns
  CP Launch Type    primary input
  Type of the worst setup path    in -> out
  Top fanout value on the critical path    3
  Kind of end point of the critical path    primary output

Floorplanning
  Count of pins on the block boundary    22
  Core Area    0.00342 mm2
  Y dimension of the die    80 um
  DIE AREA    0.00640 mm2
  Site row count    21
  Horizontal die dimension    80 um
  Init Core Util    4.54%

Routing
  Via count    286
  1st-pass router iterations    2
  WL final    879 um
  Count of antenna-violating nets left after detailed routing    0
  DRC viols    0
  Routed wire length per instance    8.88 um
  Count of routing violations after the opening detailed-route iteration    1
  Per-cell via count in the routed design    2.89
  Antenna cell count    0

Finish
  Fill cell instance count of the final layout    393
  Layout overhead on the synthesized area    244%
  Fraction of final layout cells with drive strength greater than 1    84.9%
  Post-route cell area    534 um2
  FF+latch count    0
  Sequential cell area    0 um2
  Clock buffers    0
  Non-filler instance count after layout    99

Logic synthesis
  Portion of the post-synthesis area used by sequential elements    0%
  Count of unique library cells instantiated by Yosys    5
  Synth area leaders    and3b_2 (39%), nor3b_1 (19%), and3_1 (16%)
  Cells after Synth    18
  Cell count listed in synth_stat.txt    18
  Leading cell type by number of instances after synthesis    and3b_2
  Post-synth top area share    38.7%
  Synthesized area per cell    8.62 um2
  Syn. warnings    1
  Post-synthesis chip area from yosys    155 um2
  Post-Syn Area    155 um2
  Most common library cells after synthesis    and3b_2 (6), and3_1 (4), nor3b_1 (4)
  Synth area leader    and3b_2

Power and ir drop
  Sw frac    29.4%
  Largest vdd supply drop    0.0995 mV
  Share of total power in combinational logic    100.0%
  Power spent charging and discharging nets    47.0 uW
  Clk network pwr share    0%
  Overall Power    160 uW
  Power density over cell area    300 mW/mm2
  Lkg Pwr    0.288 nW
  Internal portion of total power    113 uW
  Sequential fraction of design power    0%

Placement
  HPWL Detailed    612 um
  Instance area at placement    440 um2
  Port Buffer Count    22
  Weighted congestion at the end of routability-driven global placement    0.668
  Placed cell count    88
  Placement-stage worst setup slack    -0.727 ns

Min path
  Path type of the worst min-delay path    in -> out

Outcome
  Run status    finished, violations left
  Violations in the final reports    negative setup slack

Run
  Total number of warnings across the stage logs    34
  Max Cap Violations    0

Clocking
  Hold buffer count at CTS    0
kinds of logic (layout without fill, tap and decap cells):
family / Yosys count / after routing / share of synthesized area [%]
and+or+nand+nor: 16 / 16 / 85.5
buffers and inverters: 2 / 37 / 14.5
layout make-up:
| type | instances | area (um2) | area share (%) |
|---|---|---|---|
| repair buffers | 37 | 319 | 59.7 |
| well taps | 46 | 57.6 | 10.8 |
| multi-input cells | 16 | 158 | 29.5 |
power groups by stage:
| stage | logic, mW | clock network [mW] | registers [mW] |
|---|---|---|---|
| CTS | 0.157 | 0 | 0 |
| global route | 0.174 | 0 | 0 |
| finish | 0.160 | 0 | 0 |
layer usage:
layer	vias up	part of all wire [%]
met5	-	0
met4	0	0
met3	0	17
met2	21	28
met1	126	55
li1	139	-
placed cells by master (no fill, tap or decap), drive strengths merged:
cell type / instances
and3b: 8
buf: 32
and3: 4
nor3b: 4
clkdlybuf4s15: 5
worst max-delay path: stages:
cell and delay [ns]:
buf_8 0.10, buf_6 0.11, buf_6 0.11, buf_6 0.10, and3b_2 0.21, buf_2 0.09
per-stage QoR:
stage	utilization (%)	setup TNS, ns	hold slack (ns)
after global placement	12.9	-11.49	1.38
after global routing	15.6	-0.673	0.744
after detailed placement	12.9	-11.27	1.38
final	15.6	-0.397	0.724
after CTS	15.4	-0.452	0.728
after floorplan	-	0	0.489
path summary, 6_finish.rpt:
path	startpoint	end	slack (ns)	depth (start not counted)
min	sel[0]	b[3]	0.72	3
max	sel[1]	b[1]	-0.11	6
repair_timing:
action | 4_1_cts | 5_1_grt
setup endpoints to repair | 16 | 12
setup buffers | 11 | 0
gates resized | 89 | 2
pin swaps | 3 | 3
Power is estimated from default activity; no workload was simulated.
